$ cat flow/constraint.sdc
current_design alu

set clk_period 10.1
set clk_io_pct 0.2

create_clock -name clk0 -period $clk_period

set non_clock_inputs [all_inputs -no_clocks]
set_input_delay [expr $clk_period * $clk_io_pct] -clock clk0 $non_clock_inputs
set_output_delay [expr $clk_period * $clk_io_pct] -clock clk0 [all_outputs]
$ cat flow/design.v
module alu(en, aluk, ir_slice, a, b, o);
    input wire en;
    input wire[1:0] aluk;
    input wire[5:0] ir_slice;
    input wire[15:0] a, b;
    output wire[15:0] o;
    wire[15:0] alu_mux1, alu_mux2, alu_mux;
    wire[15:0] alu_add, alu_and, alu_not, alu_pas;
    wire[15:0] imm5_ext, b_mux;
    reg[15:0] alu_reg;
    assign imm5_ext = { {11{ir_slice[4]}}, ir_slice[4:0]};
    assign b_mux = ir_slice[5] ? imm5_ext : b;
    assign alu_add = a + b_mux;
    assign alu_and = a & b_mux;
    assign alu_not = a ^ b_mux;
    assign alu_pas = a;
    assign alu_mux1 = aluk[0] ? alu_and : alu_add;
    assign alu_mux2 = aluk[0] ? alu_pas : alu_not;
    assign alu_mux =  aluk[1] ? alu_mux2 : alu_mux1;
    assign o = en ? alu_reg : 16'hzzzz;
    always@(alu_mux) alu_reg <= alu_mux;
endmodule
$ cat flow/run.sh
#!/bin/bash
# OpenROAD 26Q1-2900-gdf79404cd8, Yosys 0.63+post, stock flow scripts
make -C /OpenROAD-flow-scripts/flow DESIGN_CONFIG=/design/flow/config.mk WORK_HOME=/design/flow/orfs finish
$ cat flow/config.mk
export PLATFORM = sky130hd
export DESIGN_NAME = alu
export DESIGN_NICKNAME = alu
export VERILOG_FILES = /design/flow/design.v
export SDC_FILE = /design/flow/constraint.sdc
export NUM_CORES = 4
export LEC_CHECK = 1
export CORE_AREA = 10 10 95 95
export DIE_AREA = 0 0 105 105
==> impl_metrics.ini <==
; generated from flow reports
[grt]
gr-total-overflow = 0
grt_pass1_vias = 1563
grt_first_pass_wirelength_um = 7600
antenna_found_initial = 0
grt_max_degree = 38
globalRouteTotalUtil_pct = 7.96

[timing]
final.min_clock_period_ps = 7720
report.final.setup_viol = 0
tns_ps = 0
hold_viol = 0
slew_headroom_pct = 55.5
rsz0062_at_grt = false
worst_pin_slew_ps = 665
fmax_mhz = 130
slew_violations = 0
timing.final.crit_share_pct = 76.4

[layout]
final_cell_mix = clkdlybuf4s50_1 (56), o21ai_0 (23), a21oi_1 (21)
layout_top_cell = clkdlybuf4s50_1
clkbuf_count = 0
stdcell_area_mm2 = 0.00206
layout-drive-gt1-share_pct = 7.94
ff_count = 0
seq_area_um2 = 0
area_delta_synth_final_pct = 43.6

[logic_synthesis]
syn_inst = 205
synthTopLogicFamily = AND-OR/OR-AND gates
yosys_area_mm2 = 0.00144
synth_warnings = 2
synthMuxAreaShare_pct = 15.3
synth_area_mm2 = 0.00144
post_synth.cell_area_avg_um2 = 7.00
synth_seq_share_pct = 0
xor_area_share_pct = 3.05
ys_cells = 205
simple_gate_share_pct = 20.7
compound_area_share_pct = 37.0
synthDistinctLibCells = 49
ys_sh_adder_pct = 15.3

[job]
warning_count = 33
max-cap-violations = 0

[floorplan]
core_area_mm2 = 0.00691
die_w_um = 105
io_pins = 57
fp_util_pct = 20.8
dieHeight_um = 105
fp-row-count = 30
die_area_mm2 = 0.0110

[hold_path]
hold_class = in2out

[setup_path]
start_kind = primary input
crit_required_ps = 8080
path_class = in2out
cp_data_arrival_time_ps = 5700
cp_max_fo = 17
endpoint_kind = output port

[pwr]
leakagePower_nw = 0.819
ir_worst_vdd_uv = 12.8
p_per_area_mw_per_mm2 = 58.0

[detailed_routing]
routedWlPerCell_um = 13.4
vias = 1587
drc_errors = 0
vias_per_cell = 4.56
antennaDiodeCount = 0
drtAntennaViolNets = 0
drtPass1Iterations = 4
wirelength_um = 4680
first_iter_violations = 57

[place]
finalWeightedCongestion = 0.844
dp_hpwl_um = 3730
port-buffer-count = 56
place_area_mm2 = 0.00206

[status]
status = complete, no violations

[clock_tree]
ctsResizeCount = 0
ctsHoldBuffers = 0
cts_setup_buffers = 0
-- metal layers --
layer | vias up | global-route usage (%) | wire, um
met5 | - | 0 | 0
met4 | 0 | 0 | 0
met3 | 0 | 1.24 | 208
met2 | 39 | 12.8 | 1980
met1 | 682 | 11.6 | 2500
li1 | 866 | - | -
-- report_power, final --
part	switching (mW)	total (mW)	internal (mW)
Clock	0	0	0
Sequential	0	0	0
Combinational	0.0548	0.119	0.0647
Total	0.0548	0.119	0.0647
-- worst paths after layout --
| kind | from | to | slack [ps] | depth (start not counted) |
|---|---|---|---|---|
| max | ir_slice[5] | o[12] | 2380 | 10 |
| min | a[3] | o[3] | 5090 | 4 |
-- kinds of logic (layout without fill, tap and decap cells) --
group | Yosys count | in the layout
buf+inv | 25 | 72
simple gates | 60 | 60
xor+xnor | 5 | 5
compound gates | 78 | 78
mux | 20 | 20
fa+ha+maj | 17 | 17
-- critical path, cell delays in order --
cell,delay [ps]
clkdlybuf4s50_1,900
mux2_2,410
ha_1,240
fa_1,400
a21o_2,220
a221oi_2,380
o21ai_1,180
or3_1,390
nand3b_1,90
clkdlybuf4s50_1,470
-- cell usage after synthesis, types with 2 or more instances --
| cell type | count | share of area [%] |
|---|---|---|
| mux2i_1 | 13 | 9.1 |
| o21ai_0 | 23 | 8.0 |
| nor2b_1 | 2 | 0.87 |
| o21a_1 | 5 | 2.6 |
| xor2_1 | 2 | 1.2 |
| or2_2 | 2 | 0.87 |
| a21o_1 | 2 | 1.0 |
| a211oi_1 | 2 | 1.0 |
| nor3_1 | 6 | 2.1 |
| nand2_1 | 16 | 4.2 |
| a21boi_0 | 2 | 1.0 |
| inv_1 | 14 | 3.7 |
| nand3b_1 | 2 | 1.0 |
| nor4_1 | 2 | 0.87 |
| and3_1 | 4 | 1.7 |
| o211ai_1 | 5 | 2.6 |
| o311ai_1 | 2 | 1.2 |
| nor3b_1 | 2 | 1.0 |
| buf_2 | 2 | 0.70 |
| nor2_1 | 17 | 4.4 |
| ha_1 | 16 | 14 |
| a22o_1 | 2 | 1.2 |
| xnor2_1 | 3 | 1.8 |
| o31a_1 | 3 | 1.8 |
| buf_6 | 3 | 2.4 |
| a21oi_1 | 21 | 7.3 |
| clkbuf_1 | 5 | 1.3 |
| mux2_2 | 6 | 4.7 |
-- area by class of cell --
type,instances,area (um2)
tap,96,120
fill,766,4850
inverter,14,52.6
multi-input combinational,180,1310
timing repair buffer,58,576
-- stage by stage --
stage	hold WS, ps	total power [mW]	utilization [%]	cells	setup WS (ps)
2_1_floorplan	4130	0.0712	-	205	3800
3_3_place_gp	5090	0.119	29.8	348	2260
3_5_place_dp	5100	0.120	29.8	348	2280
4_1_cts	5100	0.121	29.8	348	2240
5_1_grt	5150	0.134	29.8	348	2070
6_report	5090	0.119	29.8	348	2380
Power and IR drop assume default switching activity.

==> /design/flow/design.v <==
module regfile(clk, ir_slice, sr1_mux, dr_mux, bus, sr1_out, sr2_out, load_reg);
    input wire clk;
    input wire dr_mux;
    input wire sr1_mux;
    input wire load_reg;
    input wire[11:0] ir_slice;
    input wire[15:0] bus;
    output reg[15:0] sr1_out;
    output reg[15:0] sr2_out;
    wire[2:0] dr_sel;
    wire[2:0] sr1_sel;
    wire[2:0] sr2_sel;
    reg[15:0] register_file [0:7];
    reg[15:0] r0;
    reg[15:0] r1;
    reg[15:0] r2;
    reg[15:0] r3;
    reg[15:0] r4;
    reg[15:0] r5;
    reg[15:0] r6;
    reg[15:0] r7;
    assign dr_sel = dr_mux ? 3'b111 : ir_slice[11:9];
    assign sr1_sel = sr1_mux ? ir_slice[8:6] : ir_slice[11:9];
    assign sr2_sel = ir_slice[2:0];
    initial begin
        register_file[0] <= 16'b0;
        register_file[1] <= 16'b0;
        register_file[2] <= 16'b0;
        register_file[3] <= 16'b0;
        register_file[4] <= 16'b0;
        register_file[5] <= 16'b0;
        register_file[6] <= 16'b0;
        register_file[7] <= 16'b0;
    end
    always @(sr1_sel)
        sr1_out <= register_file[sr1_sel];
    always @(sr2_sel)
        sr2_out <= register_file[sr2_sel];
    always @(posedge clk) begin
        if(load_reg)
            register_file[dr_sel] = bus;
        r0 = register_file[0];
        r1 = register_file[1];
        r2 = register_file[2];
        r3 = register_file[3];
        r4 = register_file[4];
        r5 = register_file[5];
        r6 = register_file[6];
        r7 = register_file[7];
    end
endmodule
==> /design/flow/run.sh <==
#!/bin/bash
# OpenROAD 26Q1-2900-gdf79404cd8, Yosys 0.63+post, stock flow scripts
make -C /OpenROAD-flow-scripts/flow DESIGN_CONFIG=/design/flow/config.mk WORK_HOME=/design/flow/orfs finish
==> /design/flow/config.mk <==
export PLATFORM = sky130hd
export DESIGN_NAME = regfile
export DESIGN_NICKNAME = regfile
export VERILOG_FILES = /design/flow/design.v
export SDC_FILE = /design/flow/constraint.sdc
export NUM_CORES = 4
export LEC_CHECK = 1
export CORE_UTILIZATION = 50
==> /design/flow/constraint.sdc <==
current_design regfile

set clk_period 5.5
set clk_io_pct 0.2

create_clock -name clk0 -period $clk_period [get_ports {clk}]

set non_clock_inputs [all_inputs -no_clocks]
set_input_delay [expr $clk_period * $clk_io_pct] -clock clk0 $non_clock_inputs
set_output_delay [expr $clk_period * $clk_io_pct] -clock clk0 [all_outputs]
==> Changelog: implementation <==
## Flow update

- Vias in the first global route: 4694
- Distinct lib cells used: 49
- Maximum fanout along the worst path: 17
- Final hold vios: 0
- Setup bufs post-CTS: 0
- Syn Std Cell Area: 6180 sq um
- Starting density of the core: 51.5%
- CTS sink count: 128
- Core area: 12000 sq um
- GRT Total Usage: 31.0%
- Final setup viols: 0
- CTS Hold Bufs: 0
- Initial antenna violation count: 0
- Tool warnings: 28
- Root buffer cell: clkbuf_16
- Per-cell routed wire length: 24.4 microns
- Sw Share: 22.2%
- Leak: 2.64 nW
- Syn Inst Count: 468
- Max FFs per register: 128
- CP arrival: 3970 ps
- Pwr per Cell Area: 337 nW/um^2
- Final HPWL DP: 10500 microns
- Flops out of synthesis: 128
- Final Critical Period: 5070 ps
- Count of library flops with an enable pin: 128
- CTS Buffer Depth: 2
- Largest net degree at the start of global routing: 27
- Post-route setup TNS: 0 ps
- Final-layout fill cell count: 899
- Post-DRT Antenna Nets: 0
- CTS Buf Count: 17
- Critical path class: primary input to primary output
- Final WL: 17300 microns
- F_max: 197 MHz
- Synth warn: 2
- Cycle use final: 92.2%
- I/O pins: 64
- Top cells excl fill/tap: edfxtp_1 (128), clkdlybuf4s50_1 (59), nor2_1 (51)
- Synth Flop Type: edfxtp_1
- Required @ worst endpoint: 4400 ps
- Syn_area_per_cell: 13.2 sq um
- First-pass GRT wire length: 26300 microns
- Status: completed
- Max Cap Viol: 0
- DRT iter0 DRCs: 338
- Fin. max-slew vios: 0
- Dpl cells: 675
- Crit path launch type: primary input
- Die x size: 113 microns
- Max VDD drop: 0.318 mV
- Top reg by flops: register_file
- Post-layout util: 63.9%
- Clk network pwr share: 45.0%
- Worst hold-check path type: primary input to flip-flop
- Worst-margin pin slew: 891 ps
- Layout Cells excl Fill: 707
- Slew HR: 40.4%
- CTS tree: yes
- Port Buffers: 60
- Number of cell rows: 40
- Clk slew on worst S/H paths: 60 ps
- Diodes inserted: 0
- DR vias: 4459
- Cell internal pwr: 2.01 mW
- Die area: 12800 sq um
- NetSw: 0.576 mW
- RSZ-0062 raised after global routing: false
- Drt pass-1 iters: 5
- Gpl congestion: 0.898
- Area Overhead vs Synth: 24.1%
- Largest regs: register_file x128
- Commonest Layout Cell: edfxtp_1
- FFs w/ async S/R, synth: 0%
- Remaining Overflow, GRT: 0
- Reg power frac: 43.1%
- CTS H-tree lvls: 4
- Die H: 113 microns
- PostCTS Resize Cnt: 0
- DRC violation count after routing: 0
- Vias per cell: 6.31
- Yosys stat cell total: 468
- Comb power frac: 12.0%
- Chip Area, Yosys: 6180 sq um
- Register share after synthesis: 62.1%
- Share of cells above drive strength 1: 18.2%
- CP endpoint kind: primary output
## Yosys cell counts, drive strengths merged (2+ instances only)
library cell	count	area [sq um]
mux2i	19	210
a22o	5	43.8
edfxtp	128	3840
clkbuf	7	26.3
or3b	3	26.3
buf	25	146
nor3	3	15.0
nand2	41	154
a22oi	9	67.6
a211oi	2	15.0
nand3	4	25.0
o21ai	3	15.0
inv	13	48.8
o211ai	2	15.0
nand2b	14	87.6
a21oi	15	78.8
o22a	4	35.0
o31ai	2	15.0
mux4	8	180
nand4	3	18.8
o2bb2ai	5	43.8
o22ai	3	18.8
a222oi	8	80.1
a32oi	12	105
nor2	52	198
a221oi	14	123
a31oi	17	106
and2	2	12.5
nor2b	9	56.3
nand3b	4	30.0
mux2	20	233
o32a	5	50.1
## path summary, 6_finish.rpt
path | start | end | depth (start not counted) | slack (ps)
worst max-delay path | sr1_mux | sr1_out[14] | 6 | 430
worst min-delay path | bus[15] | register_file[7][15]$_DFFE_PP_ | 1 | 1420
## power by group through the flow
stage	clock network (mW)	registers, mW	logic [mW]
CTS	1.18	1.12	0.309
finish	1.17	1.12	0.310
global route	1.22	1.12	0.333
## layer usage
layer,vias to the layer above,global-route usage [%],share of wire (%)
li1,2008,-,-
met1,2131,44.3,37
met2,280,46.7,48
met3,40,13.9,12
met4,0,8.68,2.9
met5,-,1.18,0
## through the flow
| stage | setup slack, ps | hold WS (ps) | total power [mW] | instance area (sq um) |
|---|---|---|---|---|
| after global placement | 500 | 1830 | 1.44 | 7060 |
| after floorplan | 2120 | 1200 | 1.28 | 6180 |
| after global routing | 341 | 1410 | 2.67 | 7680 |
| final | 431 | 1420 | 2.59 | 7680 |
| after detailed placement | 466 | 1850 | 1.44 | 7060 |
| after CTS | 446 | 1410 | 2.60 | 7680 |
## critical path, stage by stage
cell and delay, ps:
clkdlybuf4s50_1 840, mux2i_4 600, nand3_2 590, o2bb2ai_1 310, o22ai_1 100, clkdlybuf4s50_1 420
## cell type report
class                   count  area [sq um]  share of cell area (%)
repair buffers             92           848                    11.1
clock buffers              18           429                    5.59
well taps                 147           184                    2.40
flip-flops and latches    128          3840                    50.1
clock inverters            14           190                    2.48
inverters                  13          48.8                   0.636
multi-input cells         295          2130                    27.8
## cell families after synthesis
kind of cell	Yosys count	share of synthesized area, %
AND/OR/NAND/NOR	138	10.5
flip-flops	128	62.1
AND-OR/OR-AND	110	13.7
multiplexers	47	10.1
buffers and inverters	45	3.58
No activity file was given, so power comes from the tool's default toggle rates.
